===== ./config.mk =====
export PLATFORM = sky130hd
export DESIGN_NAME = Decoder
export DESIGN_NICKNAME = Decoder
export VERILOG_FILES = /design/flow/design.v
export SDC_FILE = /design/flow/constraint.sdc
export NUM_CORES = 4
export LEC_CHECK = 1
export CORE_AREA = 10 10 101 101
export DIE_AREA = 0 0 111 111

===== ./constraint.sdc =====
current_design Decoder

set clk_period 5.1
set clk_io_pct 0.2

create_clock -name clk0 -period $clk_period

set non_clock_inputs [all_inputs -no_clocks]
set_input_delay [expr $clk_period * $clk_io_pct] -clock clk0 $non_clock_inputs
set_output_delay [expr $clk_period * $clk_io_pct] -clock clk0 [all_outputs]

===== ./design.v =====
module Decoder(
input[31:0] instruction,
output reg reg2loc, ub, cb, memr, memw, mem2r, ALUsrc, regw,
output reg[3:0] ALUctrl,
output reg[4:0] reg1, reg2, wreg,
output reg[31:0] imm
);
reg[31:0] Rm, RdRt;
reg en;
wire[31:0] register2;
Multiplexers r2(
.opt1 (RdRt),
.opt2 (Rm),
.sel  (reg2loc),
.enable (en),
.muxout (register2)
);
always @(RdRt, Rm) en = 1;
always @(register2) begin
	en = 0;
	reg2 = register2[4:0];
end
integer i;  
function [31:0]signextend(input[31:0]immVal, sizeofImm, input MSB);
begin	
	for (i = sizeofImm; i < 32; i = i + 1) begin
		immVal[i] = MSB;
	end
	signextend = immVal;
end
endfunction
always @(instruction) begin
	Rm = signextend(instruction[20:16], 5, 0);
	RdRt = signextend(instruction[4:0], 5, 0);
	reg1 = instruction[9:5];  
	wreg = RdRt;  
	casex(instruction[31:28])
		4'b1xx0: begin 
			reg2loc = 0;
			ub = 0; cb = 0;  
			ALUsrc = 0;
			memr = 0; memw = 0; regw = 1; mem2r = 0;
			imm = 32'bx;
			if (instruction[30:29] == 2'b00) ALUctrl = (instruction[24]) ? 4'b0010 : 4'b0110;  
			else if (instruction[30:29] == 2'b01) ALUctrl = 4'b0100;  
			else if (instruction[30:29] == 2'b11) ALUctrl = 4'b1001;  
			else if (instruction[30:29] == 2'b10) ALUctrl = 4'b1010;  
		end
		4'b1111: begin 
			ub = 0; cb = 0;
			mem2r = 1;  
			ALUsrc = 1;
			imm =  signextend(instruction[20:12], 9, instruction[20]);  
			ALUctrl = 4'b0010;
			if (instruction[22] == 0) begin  
				reg2loc = 1; memr = 0; memw = 1; regw = 0;
			end
			else begin  
				reg2loc = 1'bx; memr = 1; memw = 0; regw = 1;
			end
		end
		4'b1101: begin 
			reg2loc = 1'bx; 
			ub = 0; cb = 0;
			ALUsrc = 1;
			memr = 0; memw = 0; regw = 1; mem2r = 0;
			if (instruction[23] == 1) begin  
				imm = signextend(instruction[22:5], 18, instruction[22]);
				ALUctrl = 4'b1101;
			end
			else begin  
				imm = signextend(instruction[21:10], 12, instruction[21]);
				ALUctrl = (instruction[25]) ? 4'b1001 : 4'b1010; 
			end
		end
		4'b1011: begin 
			reg2loc = 1;  
			ub = 0;
			memr = 0; memw = 0; 
			mem2r = 0;  
			if (instruction[26] == 1) begin  
				cb = 1;
				ALUsrc = 0;
				regw = 0;
				imm = signextend(instruction[23:5], 19, instruction[23]);
				ALUctrl = 4'b0111;
			end
			else begin  
				cb = 0;
				ALUsrc = 1;
				regw = 1;
				imm = signextend(instruction[21:10], 12, instruction[21]);
				ALUctrl = 4'b0100;
			end
		end
		4'b1xx1: begin 
			reg2loc = 1'bx; 
			cb = 0; 
			ALUsrc = 1;  
			memr = 0; memw = 0;
			mem2r = 0;  
			if (instruction[26] == 1) begin  
				ub = 1; 
				regw = 0;
				imm = signextend(instruction[25:0], 26, instruction[25]);
				ALUctrl = 4'bx;
			end
			else begin  
				ub = 0; 
				regw = 1;
				imm = signextend(instruction[21:10], 12, instruction[21]);
				if (instruction[31:28] == 4'b1001) begin
					ALUctrl =  (instruction[24]) ? 4'b0010 : 4'b0110;  
				end
			end
		end
		4'bx001: begin 
			reg2loc = 1'bx; 
			ub = 1; cb = 0; 
			ALUsrc = 1'bx;
			memr = 0; memw = 0; regw = 0; mem2r = 1'bx;
			ALUctrl = 4'bx;
			imm = signextend(instruction[25:0], 26, instruction[25]);
		end
		default: begin
			reg2loc = 1'bx; 
			ub = 0; cb = 0; 
			ALUsrc = 1'bx;
			memr = 0; memw = 0; regw = 0; mem2r = 1'bx;
			ALUctrl = 4'bx;
			imm = 32'bx;
		end
	endcase
end
endmodule
module Multiplexers(
input[31:0] opt1, opt2,  
input sel, enable,
output reg[31:0] muxout
);
always @(enable) begin
	if (enable) muxout = (sel) ? opt1 : opt2;
	else muxout = muxout;
end
endmodule

===== ./run.sh =====
#!/bin/bash
# OpenROAD 26Q1-2900-gdf79404cd8, Yosys 0.63+post, stock flow scripts
make -C /OpenROAD-flow-scripts/flow DESIGN_CONFIG=/design/flow/config.mk WORK_HOME=/design/flow/orfs finish

==> deck_impl_summary.md <==
Synthesis and Place & Route Summary

Run status
  • Status: completed

Synthesis
  • Main flop type: dlxtn_1
  • Synth Cell Area: 1300 µm²
  • Top area cell types: mux2i_1 (22%), buf_4 (15%), a21oi_1 (14%)
  • Ys async rst share: 0
  • Post-synth top area share: 0.224
  • Gate Count Post-Synth: 199
  • Most numerous cell in the Yosys netlist: a21oi_1
  • Post-synth EDFFs: 0
  • YS chip area: 1300 µm²
  • Synthesized area per cell: 6.53 µm²
  • Cell Type Count: 34
  • Area leader, netlist: mux2i_1
  • Synth warn: 2
  • Yosys Instances: 199
  • Synthesized registers: 4
  • Synth cell count leaders: a21oi_1 (36), mux2i_1 (29), buf_4 (26)

CTS
  • # Post-CTS Setup Buffers: 0
  • Post-CTS Resized: 0
  • Cts hold-fix bufs: 0

Floorplan
  • FP Rows: 33
  • Die Y: 111 µm
  • Core Area: 8130 µm²
  • # IOs: 91
  • Die Area: 12300 µm²
  • Die X: 111 µm
  • Init Core Util: 0.160

Routing
  • Ant. Diodes: 0
  • Routed WL: 5720 µm
  • Drc violations: 0
  • Initial DRC Count: 83
  • DR WL/cell: 15.6 µm
  • Via density: 4.49
  • Total number of vias: 1652
  • Routed Antenna Nets: 0
  • Drt pass-1 iters: 4

Power
  • Leakage: 0.863 nW
  • VDD IR max: 0.0297 mV
  • Pwr dens: 84.4 nW/µm²

Placement
  • GP Congestion: 0.839
  • I/O Buffers: 85
  • Hpwl dp: 4570 µm
  • DP Area: 2100 µm²
  • Pre-CTS setup slack: 484 ps

Global route
  • Vias in the first global route: 1621
  • First-pass GRT wire length: 8960 µm
  • Total GRT Usage: 0.0862
  • GRT overflow: 0
  • Largest net degree at the start of global routing: 26
  • Antenna violations before repair: 0

STA
  • Endpoints left unconstrained: 4
  • Period minus WS final: 4630 ps
  • Final setup violation count: 0
  • Max Freq: 0.216 GHz
  • Register pins left without a clock: 4
  • Final Worst Setup Slack: 471 ps
  • Final Max Slew Viols: 0
  • TNS Setup: 0 ps
  • Worst slew pin tran: 497 ps
  • RSZ-0062 raised after global routing: false
  • Hold Fails Final Rpt: 0
  • Slew margin rel.: 0.668
  • Final period util: 0.908
  • WHS: 2880 ps

Min path
  • Hold endpoint: wreg[2]
  • Hold Path Class: input pin to primary output
  • Beginning of the worst hold path: instruction[2]
  • Hold path cells: 2

Worst setup path
  • CP startpoint kind: input pin
  • Crit path max fanout: 14
  • CP Data Required Time: 4080 ps
  • CP Capture Type: primary output
  • WS Path Type: input pin to primary output
  • CP arrival: 3610 ps

Layout
  • Layout cell share with drive strength beyond 1: 0.0494
  • Area delta synth->final: 61.9%
  • Largest register FFs: 4
  • Final instance area: 2100 µm²

Job
  • Stage-log warning count: 33
  • Max cap viols: 0
[cells by family after synthesis]
logic type,count (synthesis),synth area share
AND-OR/OR-AND,71,0.313
AND/OR/NAND/NOR,54,0.199
other,1,0.00289
buffers and inverters,40,0.215
latches,4,0.0462
multiplexers,29,0.224
[cell usage in the layout, fill, tap and decap left out, types with 3 or more instances in the layout]
| cell | instances |
|---|---|
| inv_1 | 3 |
| o21ai_0 | 13 |
| buf_4 | 8 |
| o22ai_1 | 12 |
| dlxtn_1 | 4 |
| clkdlybuf4s50_1 | 85 |
| conb_1 | 9 |
| mux2i_1 | 29 |
| nor2_1 | 19 |
| nor3_1 | 5 |
| a21oi_1 | 36 |
| nand2_1 | 14 |
[where the power goes]
| part | internal, mW | switching [mW] |
|---|---|---|
| Sequential | 0.00253 | 0.000206 |
| Clock | 0 | 0 |
| Combinational | 0.105 | 0.0701 |
[area by class of cell]
cell class / instances / area (µm²)
inverters: 3 / 11.3
fillers: 897 / 6030
multi-input cells: 163 / 990
well taps: 105 / 131
repair buffers: 93 / 911
flip-flops and latches: 4 / 60.1
[per-stage QoR]
step | total power [mW] | std cells | util
final | 0.178 | 368 | 0.259
after global routing | 0.197 | 368 | 0.259
after CTS | 0.181 | 368 | 0.259
after detailed placement | 0.179 | 368 | 0.259
after global placement | 0.179 | 368 | 0.259
after floorplan | 0.0796 | 207 | -
[critical path, stage by stage]
cell and delay (ps):
clkdlybuf4s50_1 780, o211a_1 530, nand2_1 250, a21oi_2 380, nor2_1 190, clkdlybuf4s50_1 450
[per-layer routing]
metal | up-vias | part of all wire | track usage
met5 | - | 0 | 0
met4 | 0 | 0.0061 | 0.00521
met3 | 2 | 0.11 | 0.0345
met2 | 74 | 0.45 | 0.140
met1 | 753 | 0.43 | 0.109
li1 | 823 | - | -
[worst max path at each step]
stage | startpoint | endpoint | slack, ps | cells after the start
4_1_cts | instruction[28] | imm[25] | 480 | 6
5_1_grt | instruction[28] | imm[25] | 220 | 6
6_report | instruction[28] | imm[25] | 470 | 6
Power and IR drop assume default switching activity.
