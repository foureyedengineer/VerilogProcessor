===== run.sh =====
#!/bin/bash
# OpenROAD 26Q1-2900-gdf79404cd8, Yosys 0.63+post, stock flow scripts
make -C /OpenROAD-flow-scripts/flow DESIGN_CONFIG=/design/flow/config.mk WORK_HOME=/design/flow/orfs finish

===== config.mk =====
export PLATFORM = sky130hd
export DESIGN_NAME = Instruction_Memory
export DESIGN_NICKNAME = Instruction_Memory
export VERILOG_FILES = /design/flow/design.v
export SDC_FILE = /design/flow/constraint.sdc
export NUM_CORES = 4
export LEC_CHECK = 1
export CORE_AREA = 10 10 70 70
export DIE_AREA = 0 0 80 80

===== constraint.sdc =====
current_design Instruction_Memory

set clk_period 1.8
set clk_io_pct 0.2

create_clock -name clk0 -period $clk_period

set non_clock_inputs [all_inputs -no_clocks]
set_input_delay [expr $clk_period * $clk_io_pct] -clock clk0 $non_clock_inputs
set_output_delay [expr $clk_period * $clk_io_pct] -clock clk0 [all_outputs]

===== design.v =====
module Instruction_Memory(
input[31:0] address,
output reg[31:0] instruction
);
reg missFlag;
reg[29:0] setAddress[0:15];
reg[31:0] setData[0:15];
wire[29:0] blockAddress = address[31:2];  
wire[3:0] setID = blockAddress[3:0];
always @(address, blockAddress, setID) begin : search
	if(blockAddress == setAddress[setID]) begin
		instruction = setData[setID];
	end
	else begin
		missFlag = 1;
		instruction = 32'bx;
	end
end  
initial begin
	setAddress[0] = 32'h00000040; setData[0] = 32'hF8400281;  
	setAddress[1] = 32'h00000041; setData[1] = 32'h8B010022;  
	setAddress[2] = 32'h00000042; setData[2] = 32'hD1000333;  
	setAddress[3] = 32'h00000043; setData[3] = 32'hB40000E3;  
	setAddress[4] = 32'h00000044; setData[4] = 32'h91002294;  
	setAddress[5] = 32'h00000045; setData[5] = 32'hF81F4281;  
	setAddress[6] = 32'h00000046; setData[6] = 32'hD2800143;  
	setAddress[7] = 32'h00000047; setData[7] = 32'h8B030333;  
	setAddress[8] = 32'h00000048; setData[8] = 32'hAA030333;  
	setAddress[9] = 32'h00000049; setData[9] = 32'hEA030333;  
	setAddress[10] = 32'h0000004A; setData[10] = 32'h17FFFFFA;  
	setAddress[11] = 32'h0000004B; setData[11] = 32'h04040404;
	setAddress[12] = 32'h0000004C; setData[12] = 32'h06060606;
	setAddress[13] = 32'h0000004D; setData[13] = 32'h05050505; 	
	setAddress[14] = 32'h0000004E; setData[14] = 32'h07070707;
	setAddress[15] = 32'h0000004F; setData[15] = 32'h01234567;
end
endmodule

==> reports/metrics.yaml <==
run_status:
  outcome: "finished, violations left"
  violations: "negative setup slack"
synth:
  syn_area_um2: 615.6
  post-synth-top-area-fraction: 0.1423
  netlist-cell-type-count: 30
  largest_area_cell: "ha_1"
  post_synth_main_area_contributors: "ha_1, a21oi_1, buf_4"
  yosys_cells: 93
  synth.cells.most_frequent: "a21oi_1, nand2_1, o21ai_1, ha_1, buf_4"
  synth_sequential_area_ratio: 0
  yosysWarningCount: 1
  ys_chip_area_um2: 615.6
  post_synth_inst_count: 93
  synth.avg_cell_area_um2: 6.619
  leading_cell_type_by_number_of_instances_after_synthesis: "a21oi_1"
global_routing:
  grtUsageTotal: 0.07970
  antenna_found_initial: 0
  grt_pass1_wl_mm: 4.360
  first_global_vias: 917
  globalRouteOverflowTotal: 0
  grt_max_degree: 17
final_timing:
  setup_total_negative_slack_ns: -0.05514
  slew-limit-headroom: 0.8567
  timing_hold_violations_final: 0
  timing.hold.ws_ns: 1.109
  setup_violations: 2
  postLayoutSetupSlackWorst_ns: -0.04201
  final_max_slew_viol_count: 0
  period_minus_slack_ns: 1.842
  fmax_ghz: 0.5429
  finalClockPeriodUsage: 1.023
  setup_repair_after_global_routing_missed_its_margin: "yes"
  worst-slew-pin-transition_ns: 0.2142
floorplanning:
  die_height_um: 80
  io-pin-count: 64
  chip_area_um2: 6400
  rows: 21
  core_util_floorplan: 0.1802
  core-area_um2: 3416
  chipWidth_um: 80
detailed_routing:
  ant_nets: 0
  post_drt_wl_per_cell_um: 14.74
  vias: 917
  drt_pass1_iterations: 4
  route.antenna.diode_count: 0
  drtIter0Drc: 43
  detailed_route_wl_mm: 3.096
  drt_drc_violations_left: 0
  vias_per_cell: 4.367
placement:
  finalWeightedCongestion: 0.8532
  dpl.hpwl_mm: 1.793
  placed_cells: 185
  port-buffer-count: 36
min_path:
  hp-class: "in -> out"
  min_path_cells: 3
  hp-start: "address[4]"
  worstHoldEndpoint: "instruction[4]"
worst_setup_path:
  cp-end-kind: "output pin"
  cpMostUsedCell: "buf_8"
  worstPathArrival_ns: 1.48
  critPathMaxStageDelay_ns: 0.26
  setup.worst_path.class: "in -> out"
  worstPathRequired_ns: 1.44
  setup.worst_path.start_class: "input pin"
  timing.critical_path.slowest_stage_cell: "and2b_2"
  path_max_fanout: 6
  crit_path_cell_trace: "buf_8 -> buf_8 -> ha_4 -> and2b_2 -> buf_6 -> mux2_2 -> buf_2"
layout:
  flop-count: 0
  final-seq-area_um2: 0
  fillers: 289
  drive_above_1_share: 0.5549
  clkbuf_count: 0
  instances_no_fill: 210
  final_core_utilization: 0.4656
  synthToLayoutAreaGrowth_pct: 158.3
power:
  power_per_cell_area_nw_per_um2: 237.3
  total_power_mw: 0.3773
  vdd.ir_drop.worst_mv: 0.1608
  total_leakage_power_nw: 0.8416
cts:
  cts.hold.buffers_added: 0
job:
  drv.max_cap_violation_count: 0
  tool_warnings: 68
## cell usage in the layout, fill, tap and decap left out, types with 3 or more instances in the layout
master	Yosys	layout
a21oi_1	14	10
a21oi_2	3	7
buf_2	3	4
buf_4	6	33
buf_6	2	10
buf_8	0	3
clkdlybuf4s15_1	0	5
dlygate4sd2_1	0	11
dlymetal6s2s_1	0	9
ha_4	0	7
mux2_4	2	3
nand2_1	10	9
nor2_1	5	3
nor2_4	0	3
o21ai_1	8	10
## stage by stage
step	area, µm²	worst slack, ns
floorplan	615.6	0.2768
global placement	1121	-0.8359
detailed placement	1121	-0.8400
CTS	1398	-0.1150
global route	1590	-0.09041
finish	1590	-0.04201
## worst max-delay path by stage
stage | from | endpoint | slack, ns | cells past startpoint
6_report | address[3] | instruction[17] | -0.04 | 7
5_1_grt | address[3] | instruction[17] | -0.09 | 7
4_1_cts | address[2] | instruction[6] | -0.12 | 6
## per-layer routing
| metal | vias up | track usage | routed length (µm) |
|---|---|---|---|
| met1 | 435 | 0.1043 | 1445 |
| met5 | - | 0 | 0 |
| li1 | 462 | - | - |
| met2 | 20 | 0.1413 | 1463 |
| met3 | 0 | 0.01250 | 187 |
| met4 | 0 | 0 | 0 |
## power breakdown
part	switching, mW	internal [mW]	total, mW
sequential	0	0	0
combinational	0.152	0.225	0.377
clock	0	0	0
total	0.152	0.225	0.377
## cell families after synthesis
kind of cell	after synthesis	share of synthesized area
compound gates	36	0.3415
xor+xnor	1	0.01423
mux	6	0.1179
fa+ha+maj	7	0.1423
simple gates	28	0.2256
buf+inv	15	0.1585
## area by class of cell
cell class | count | area, µm² | area share
well taps | 46 | 57.56 | 0.03619
repair buffers | 82 | 784.5 | 0.4933
multi-input cells | 78 | 718.2 | 0.4516
inverters | 4 | 30.03 | 0.01888
## worst max-delay path, delay by kind of cell
kind,cells,cell delay [ns]
adders and majority gates,1,0.16
buffers and inverters,4,0.45
muxes,1,0.24
and+or+nand+nor,1,0.26
## repair_timing
action	CTS	global route
resized	103	32
gates cloned	1	0
setup buffers	12	12
endpoints found under the setup margin	32	18
pin swaps	12	10
No activity file was given, so power comes from the tool's default toggle rates.
