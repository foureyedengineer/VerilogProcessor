<file path="design/flow/design.v">
module Registers(
input[4:0] reg1, reg2, regW,
input[31:0] wRegData, imm,
input RegWrite, ALUsrc,
output reg[31:0] data1, ALUidata, memWdata
);
reg[31:0] data2, writeReg;
reg en, missFlag;
wire[31:0] muxres;
integer j;
reg [31:0]setAddress[0:15];  
reg [31:0]setData[0:15];
function [31:0]signextend(input[4:0]val, sizeofVal, input MSB);
begin	
	for (j = sizeofVal; j < 32; j = j + 1) begin
		val[j] = MSB;
	end
	signextend = val;
end
endfunction
reg [6:0]i, k;
wire [31:0]blockAddress[2:0];
reg [31:0]data[2:0];
assign blockAddress[0] = reg1;
assign blockAddress[1] = reg2;
assign blockAddress[2] = regW;
always @(reg1, reg2, imm) begin
	for(i = 0; i < 2; i = i + 1) begin
		for(k = 0; k < 8; k = k + 1) begin
			if(blockAddress[i] == setAddress[k]) begin		 
				data[i] = setData[k];
				missFlag = 0;
				i = i + 1;
				k = -1;
			end  
			else begin
				missFlag = 1;
				data[i] = 32'bx;
			end	
		end
	end  
	data1 = data[0];
	data2 = data[1];
	ALUidata = (ALUsrc) ? imm : data2;
	memWdata = data2;
end
always @(wRegData) begin
	for (i = 0; i < 8; i = i + 1) begin
		if (blockAddress[2] == setAddress[i]) begin
			setData[i] = wRegData;
			data[2] = setData[i];
			i = 8;
		end
	end
end
initial begin
	setAddress[0] = 32'h00000001; setData[0] = 32'h02020202;  
	setAddress[1] = 32'h00000002; setData[1] = 32'h0000001B;  
	setAddress[2] = 32'h00000003; setData[2] = 32'h00000010;  
	setAddress[3] = 32'h00000009; setData[3] = 32'h04040404;  
	setAddress[4] = 32'h0000000A; setData[4] = 32'h01010101;  
	setAddress[5] = 32'h00000013; setData[5] = 32'h03030303;  
	setAddress[6] = 32'h00000014; setData[6] = 32'h00000680;  
	setAddress[7] = 32'h00000019; setData[7] = 32'h00000004;  
end
endmodule
</file>
<file path="design/flow/run.sh">
#!/bin/bash
# OpenROAD 26Q1-2900-gdf79404cd8, Yosys 0.63+post, stock flow scripts
make -C /OpenROAD-flow-scripts/flow DESIGN_CONFIG=/design/flow/config.mk WORK_HOME=/design/flow/orfs finish
</file>
<file path="design/flow/config.mk">
export PLATFORM = sky130hd
export DESIGN_NAME = Registers
export DESIGN_NICKNAME = Registers
export VERILOG_FILES = /design/flow/design.v
export SDC_FILE = /design/flow/constraint.sdc
export NUM_CORES = 4
export LEC_CHECK = 1
export CORE_AREA = 10 10 90 90
export DIE_AREA = 0 0 100 100
</file>
<file path="design/flow/constraint.sdc">
current_design Registers

set clk_period 1.0
set clk_io_pct 0.2

create_clock -name clk0 -period $clk_period

set non_clock_inputs [all_inputs -no_clocks]
set_input_delay [expr $clk_period * $clk_io_pct] -clock clk0 $non_clock_inputs
set_output_delay [expr $clk_period * $clk_io_pct] -clock clk0 [all_outputs]
</file>
==> flow_summary.toml <==
# generated from flow reports
[run_status]
outcome = "complete, but fails checks"
violations = "setup timing"

[route]
firstDrtPassIters = 3
via_per_inst = 3.790
drtIter0Drc = 10
antennaDiodeCount = 0
drc = 0
wirelength_mm = 5.482
routedWlPerCell_um = 17.18
vias = 1209
drtAntennaViolNets = 0

[setup_path]
cp.arrival_ps = 1080
critPathLaunchType = "input port"
path_class = "in2out"
cp-end-kind = "primary output"
required_ps = 800
cp_max_fo = 8

[synthesis]
synth-seq-cells = 32
synth_cells = 102
yosys.cell_types.count = 8
ys_area_mm2 = 0.001279
syn_area_per_cell_um2 = 12.54
yosysWarningCount = 3
synth_area_mm2 = 0.001279
yosys_cells = 102

[sta]
max_freq_mhz = 783.8
final-setup-viol-count = 32
maxSlewHeadroom_pct = 74.28
hold_viol = 0
fin_crit_sh_pct = 127.6
worst_slack_ps = -275.9
rsz0062_at_grt = "yes"
holdWs_ps = 699.1
tightestPinTransition_ps = 384.8
report.final.slew_viol_count = 0
unclocked_pins = 32
min_period_ps = 1276
untimed_endpoints = 96

[grt]
grt_max_degree = 21
grt_pass1_wl_mm = 7.790
track_usage_pct = 9.874
grt.overflow.total = 0
antenna_found_initial = 0
grt_pass1_vias = 1330

[floorplanning]
core_region_area_mm2 = 0.006277
ios = 177
initCoreUtil_pct = 20.37
die_area_mm2 = 0.01000
die_h_um = 100
dieWidth_um = 100
num_rows = 29

[finish]
final-comb-area_um2 = 494.2
layout-area-overhead-vs-synth_pct = 121.9
num-fill-cells = 587
layout_top_cell = "clkdlybuf4s50_1"
final_cell_mix = "clkdlybuf4s50_1, mux2_4, dlxtn_1"
final-seq-area_um2 = 480.5
drive_gt1_share_pct = 30.99
largest_reg_flops = 32

[place]
place_congestion = 0.7155
port_buffers = 166
hpwlAfterDp_mm = 4.742

[power_and_ir_drop]
p_leak_nw = 1.370
vdd.ir_drop.worst_mv = 0.2014
pwr_density_cell_mw_per_mm2 = 371.1
power_mw = 1.053

[clocking]
holdBufCountCts = 0

[job]
cap_violations = 0
warning_count = 45

[hold_path]
hold_path.class = "in2out"
min_to = "ALUidata[23]"
min-delay-start = "imm[23]"
hold_depth = 3
## metrics by stage
stage / std cells / cell area (um2) / setup TNS, ps / setup WS [ps] / util, %
final: 319 / 2838 / -5946 / -275.9 / 45.21
after floorplan: 102 / 1279 / 0 / 66.90 / -
after global placement: 312 / 2768 / -15220 / -517.3 / 44.09
after detailed placement: 312 / 2768 / -15260 / -521.2 / 44.09
after global routing: 319 / 2838 / -6485 / -293.1 / 45.21
after CTS: 318 / 2780 / -6040 / -286.5 / 44.29
## area by class of cell
type / count / area share [%]
Multi-Input combinational cell: 34 / 17.42
Timing Repair Buffer: 176 / 62.26
Tap cell: 77 / 3.395
Sequential cell: 32 / 16.93
## power by group
group,switching (mW),total (mW),internal (mW)
registers,0.0495,0.143,0.0932
logic,0.169,0.910,0.741
clock network,0,0,0
## kinds of logic (layout without fill, tap and decap cells)
group	Yosys count	count (layout)	share of synthesized area, %
buffers and inverters	36	176	24.36
muxes	32	32	36.99
and+or+nand+nor	2	2	1.076
latches	32	32	37.57
## how the worst max path moves through the flow
stage | end | from
after CTS | ALUidata[8] | ALUsrc
after global routing | ALUidata[8] | ALUsrc
final | ALUidata[8] | ALUsrc
## critical path, stage by stage
cell	delay (ps)
buf_12	100
buf_12	120
buf_12	140
buf_6	110
mux2_4	290
buf_6	120
## synthesized netlist by cell type (all sizes together)
cell / count / area [um2]
dlxtn: 32 / 480.5
mux2: 32 / 473.0
buf: 36 / 311.5
nor4bb: 1 / 10.01
nand2: 1 / 3.750
## what timing repair did
action / 4_1_cts / 5_1_grt
pin swaps: 0 / 0
gates cloned: 1 / 0
resized: 144 / 11
setup buffers: 5 / 1
setup endpoints to repair: 32 / 32
## per-layer routing
layer | up-vias | global-route usage, % | routed length [um]
met5 | - | 0 | 0
met1 | 541 | 9.734 | 1795
met2 | 83 | 17.32 | 2727
met4 | 0 | 0 | 0
met3 | 0 | 7.356 | 959
li1 | 585 | - | -
Power and IR drop assume default switching activity.
